==> ./design.v <==
module robs_control_unit_fsm(
  input         clk, reset,
                zq, zy, zr,
  output[14:0]  c,
  output logic  done
);
  parameter   S0  	= 5'b00000;  
  parameter   S1  	= 5'b00001;  
  parameter   S2  	= 5'b00010;	 
  parameter   S3   	= 5'b00011;	 
  parameter   S4   	= 5'b00100;	 
  parameter   S5   	= 5'b00101;	 
  parameter   S6    = 5'b00110;	 
  parameter   S7    = 5'b00111;	 
  parameter   S8   	= 5'b01000;	 
  parameter   S9    = 5'b01001;	 
  parameter   S10   = 5'b01010;	 
  parameter   S11   = 5'b01011;	 
  parameter   S12 	= 5'b01100;  
  parameter   S13 	= 5'b01101;  
  parameter   S14  	= 5'b01111;	 
  parameter   S15   = 5'b10010;	 
  parameter   S16   = 5'b10011;	 
  parameter   S17   = 5'b10100;	 
  logic [4:0]  state, nextstate;
  logic [14:0] controls;	
  always @(posedge clk, posedge reset)			
	if (reset) state <= S0;
	else state <= nextstate;
  always_comb begin 
    done = 0;
    nextstate = S0;
    case(state)
	  S0:  nextstate = S1;
	  S1:  nextstate = S2;
	  S2:  nextstate = S3;
	  S3:  case(zq)
	  	     0:       nextstate = S4;
	  	     1:       nextstate = S12;
	  	     default: nextstate = S0;   
	  	   endcase
	  S4:  case(zr)
			 0:       nextstate = S5;
			 1:       nextstate = S6;
			 default: nextstate = S0;  
		   endcase
	  S5:  nextstate = S6;
	  S6:  case(zy)
		     0:       nextstate = S7;
			 1:       nextstate = S9;
			 default: nextstate = S0;  
		   endcase
	  S7:  nextstate = S8;		
	  S8:  nextstate = S10;	
	  S9:  nextstate = S10;
	  S10: nextstate = S11;
	  S11: nextstate = S3;
	  S12: case(zr)
		     0:      nextstate = S13;
		     1:      nextstate = S14;
		     default: nextstate = S0;  
		   endcase
      S13: nextstate = S14;
	  S14: nextstate = S15;
	  S15: nextstate = S16;
	  S16: nextstate = S17;
	  S17: begin nextstate = S17; done = 1; end
	endcase
  end	 
  assign c = controls;
	always_comb
	 case(state)
        S0:        	controls = 15'b000_0000_0000_0011;
		S1:       	controls = 15'b000_0000_0000_1100;
		S2:         controls = 15'b000_0011_0000_0000;
		S3:         controls = 15'b000_0000_0000_0000;
		S4:         controls = 15'b000_0000_0000_0000;
		S5:         controls = 15'b000_0101_0010_0000;
		S6:         controls = 15'b000_0000_0000_0000;
		S7:        	controls = 15'b001_0000_0000_0000;
		S8:   		controls = 15'b000_0000_0000_0000;
		S9:         controls = 15'b001_1000_0000_0000;
		S10:    	controls = 15'b010_0011_0101_0000;
		S11:  		controls = 15'b000_0000_0000_0000;
		S12:        controls = 15'b000_0000_0000_0000;   
		S13:       	controls = 15'b000_0001_0010_0000;
		S14:        controls = 15'b001_0000_0000_0000;
		S15:        controls = 15'b000_0011_0101_0000;
		S16:        controls = 15'b100_0000_1000_1000;	
		S17:        controls = 15'b000_0000_0000_0000;	
		default:    controls = 15'b000_0000_0000_0000;  
	 endcase
endmodule
==> ./run.sh <==
#!/bin/bash
# OpenROAD 26Q1-2900-gdf79404cd8, Yosys 0.63+post, stock flow scripts
make -C /OpenROAD-flow-scripts/flow DESIGN_CONFIG=/design/flow/config.mk WORK_HOME=/design/flow/orfs finish
==> ./config.mk <==
export PLATFORM = sky130hd
export DESIGN_NAME = robs_control_unit_fsm
export DESIGN_NICKNAME = robs_control_unit_fsm
export VERILOG_FILES = /design/flow/design.v
export SDC_FILE = /design/flow/constraint.sdc
export NUM_CORES = 4
export LEC_CHECK = 1
export CORE_AREA = 10 10 70 70
export DIE_AREA = 0 0 80 80
==> ./constraint.sdc <==
current_design robs_control_unit_fsm

set clk_period 2.3
set clk_io_pct 0.2

create_clock -name clk0 -period $clk_period [get_ports {clk}]

set non_clock_inputs [all_inputs -no_clocks]
set_input_delay [expr $clk_period * $clk_io_pct] -clock clk0 $non_clock_inputs
set_output_delay [expr $clk_period * $clk_io_pct] -clock clk0 [all_outputs]
==> flow_summary.ini <==
; yosys + openroad results
[outcome]
status = finished clean

[cells_and_area]
fin_cells = 133
logic_area_um2 = 353
fin_area_um2 = 810
top_register = state
largest_reg_flops = 5
drive_above_1_share_pct = 21.8
biggestRegsByFlops = state (5)
regArea_um2 = 131
area_delta_synth_final_pct = 48.4
fill_cells = 375

[yosys]
synth_area_um2 = 546
async_flop_share_pct = 100
yosysMostFrequentCell = nand2_1
synth_area_leader_cell = dfrtp_1
ys.flops = 5
synth_top_flop_cell = dfrtp_1
yosys.area.top_type_share_pct = 22.9
synthDistinctLibCells = 32
yosys-top-cells-count = nand2_1 (6), buf_4 (5), dfrtp_1 (5)
edf_count = 0
synth.area.top_cells = dfrtp_1 (23%), buf_4 (6.9%), buf_6 (6.2%)
avgSynthCellArea_um2 = 8.02
ys_chip_area_um2 = 546
yosys_warnings = 1
ys_seq_share_pct = 22.9
ys_cells = 68
netlist_instances = 68

[global_routing]
grt_antenna_before_repair = 0
grt_pass1_vias = 481
gr-total-overflow = 0
grt_usage_pct = 4.13
grt_max_degree = 19
grt_first_pass_wirelength_um = 2270

[clocking]
clock_path_buffers = 2
clk_pin_slew_ps = 40
ctsHoldBuffers = 0
clkLatencyLatePin_ps = 250
cts-root-buf = clkbuf_4
cts_buffers = 3
h-tree-depth = 1
clock_sinks = 5
cts_tree = done

[floorplan]
die_y_um = 80
die_w_um = 80
num_rows = 21
fp_util_pct = 16.0
pin_count = 21
coreArea_um2 = 3420
dieArea_um2 = 6400

[final_timing]
min_period_ps = 2190
maxSlewViolCount = 0
final.period_utilization_pct = 95.3
setup_violations = 0
rsz0062_at_grt = no
relSlewSlack_pct = 81.7
skew_ps = 3.55
tightest_slew_ps = 273
fin_ws_ps = 107
fin_tns_setup_ps = 0
hold_viol = 0
fmax_ghz = 0.456

[placed_design]
gp_congestion = 0.800
dpl-instance-area_um2 = 749
post-dp-hpwl_um = 1160
dpl.cell_count = 128
portBuffers = 20
pre_cts_ws_ps = 168

[route]
drtPass1Iterations = 4
route.antenna.remaining_nets = 0
wirelength_um = 1470
vias_per_cell = 4.21
drc = 0
vias = 560
antenna_cells = 0
drt-wirelength-per-cell_um = 11.0
drt_iter0_drc = 17

[worst_setup_path]
worstSetupPathType = flop to output port
crit_fanout = 12
worst_r2r_path_depth = 4
cp_data_required_time_ps = 1840
crit_path_end_kind = output port
timing.rr.start = state[3]$_DFF_PP0_
r2r-end = state[1]$_DFF_PP0_
start_kind = flop
critPathArrivalTime_ps = 1730
ff2ff_setup_slack_ps = 920

[pwr]
max-vdd-ir-drop_mv = 0.113
powerDensity_nw_per_um2 = 252
p_leak_uw = 0.000257
swShare_pct = 20.5
power_frac_seq_pct = 43.3
switchingPower_uw = 41.7
pwr-share-clk_pct = 50.3
p_comb_share_pct = 6.4
internal_power_uw = 162

[min_path]
holdCritPathClass = input port to asynchronous set/reset pin

[job]
warning_count = 25
maxCapViolations = 0
worst max-delay path, cell delays in order (launching register included):
cell	delay (ps)
dfrtp_2	480
nand2b_1	270
nor2_1	170
or2_1	120
clkdlybuf4s50_1	460
placed cells by master, fill, tap and decap left out, types with 2 or more instances in the layout:
cell type / n
a211oi_1: 2
inv_1: 3
and3b_1: 3
o21ai_0: 4
clkdlybuf4s50_1: 20
dfrtp_2: 5
nand2b_1: 2
or2_0: 2
a21oi_2: 2
nor2_1: 4
xnor2_1: 2
nor3_1: 4
nand2b_4: 2
nand2_1: 6
clkbuf_4: 3
buf_4: 4
final cells by class:
class                   instances  area share (%)
clock buffers                   4            3.25
inverters                       3            1.39
multi-input cells              51            43.6
flip-flops and latches          5            16.2
well taps                      46            7.11
repair buffers                 24            28.4
power groups by stage:
stage / Combinational, µW / Sequential (µW) / Clock, µW
4_1_cts: 13.2 / 88.3 / 105
5_1_grt: 14.5 / 88.1 / 114
6_report: 13.0 / 88.3 / 103
kinds of logic after synthesis:
logic type | count (synthesis) | synth area share (%)
AOI/OAI and AO/OA | 18 | 25.5
muxes | 1 | 1.83
xor gates and xnor gates | 2 | 3.21
and+or+nand+nor | 30 | 30.5
DFF | 5 | 22.9
buffers and inverters | 12 | 16.1
repair_timing:
item                                    4_1_cts  5_1_grt
gates cloned                                  0        0
gates resized                                 2        6
buffers inserted                              0        1
endpoints found under the setup margin        6        5
through the flow:
step                hold slack [ps]  power (µW)  utilization (%)
floorplan                       239        94.6                -
finish                          420         204             23.7
global placement                686         103             21.9
global route                    446         217             23.7
detailed placement              683         103             21.9
CTS                             425         207             22.8
worst max path at each step:
stage         slack [ps]          startpoint  cells past startpoint  endpoint
CTS                   10  state[2]$_DFF_PP0_                      4     c[12]
global route          20  state[1]$_DFF_PP0_                      3      c[2]
finish               110  state[4]$_DFF_PP0_                      4      c[8]
layer usage:
metal / wire length, µm / global-route usage, % / share of wire [%] / vias to the layer above
met5: 0 / 0 / 0 / -
met4: 37 / 1.23 / 2.5 / 0
met3: 119 / 1.14 / 8.1 / 2
met2: 656 / 5.86 / 45 / 18
met1: 652 / 5.90 / 45 / 262
li1: - / - / - / 278
Power figures rest on the tool's default switching activity, not on a simulated workload.
