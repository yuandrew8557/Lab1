--- design/flow/run.sh ---
#!/bin/bash
# OpenROAD 26Q1-2900-gdf79404cd8, Yosys 0.63+post, stock flow scripts
make -C /OpenROAD-flow-scripts/flow DESIGN_CONFIG=/design/flow/config.mk WORK_HOME=/design/flow/orfs finish
--- design/flow/config.mk ---
export PLATFORM = sky130hd
export DESIGN_NAME = signed_mult
export DESIGN_NICKNAME = signed_mult
export VERILOG_FILES = /design/flow/design.v
export SDC_FILE = /design/flow/constraint.sdc
export NUM_CORES = 4
export LEC_CHECK = 1
export CORE_UTILIZATION = 30
--- design/flow/constraint.sdc ---
current_design signed_mult

set clk_period 5.8
set clk_io_pct 0.2

create_clock -name clk0 -period $clk_period [get_ports {clk}]

set non_clock_inputs [all_inputs -no_clocks]
set_input_delay [expr $clk_period * $clk_io_pct] -clock clk0 $non_clock_inputs
set_output_delay [expr $clk_period * $clk_io_pct] -clock clk0 [all_outputs]
--- design/flow/design.v ---
module signed_mult (
  output logic signed [15:0] out,
  input			             clk,
  input signed        [ 7:0] a,
                             b,
  output logic				 done);
  logic signed [ 7:0] a_reg,
          	          b_reg;
  wire  signed [15:0] mult_out;
  assign mult_out = a_reg * b_reg;
  always @ (posedge clk) begin
    done = 0;
    a_reg <= a;
    b_reg <= b;
    out <= mult_out;
	done = 1;
  end
endmodule
==> impl_metrics.yaml <==
# generated from flow reports
run_status:
  run_status: "complete, no violations"
power:
  vdd.ir_drop.worst_mv: 0.262
  clockPowerShare: 0.157
  power.switching_w: 0.000605
  p_leak_nw: 1.82
  power.sequential.fraction: 0.204
  swShare: 0.393
  total_power_w: 0.00154
  internal_power_w: 0.000934
  power-per-cell-area_nw_per_um2: 404
  combinationalPowerShare: 0.639
clock_tree:
  post_cts.repair.setup_buffers: 0
  clock_path_buffers: 2
  htreeDepth: 2
  number_of_buffers_added_to_fix_hold_violations_after_cts: 0
  ctsResizeCount: 0
  cts.root.buffer_cell: "clkbuf_8"
  cts.clk_slew.worst_paths_ns: 0.08
  insertion_delay_ns: 0.29
  tritoncts_buffers: 5
  tritoncts: "done"
  cts.sink_count: 32
sta:
  clock_skew_ns: 0.0117
  drv_slew: 0
  grt_setup_unrepaired: "no"
  fin_crit_ns: 4.27
  final-hold-violation-count: 0
  fin_ws_ns: 1.53
  fmax_mhz: 234
  fin_setup_tns_ns: 0
  report.final.setup_viol: 0
  finalCritPeriodShare: 0.736
critical_path:
  cpMaxStageDelayCell: "fa_1"
  reg2reg_depth: 14
  timing.critical_path.fanout_max: 9
  r2r_setup_slack_ns: 1.53
  rr_endpoint: "out[11]"
  critical_path_cell_by_cell: "nand2b_1 -> fa_1 -> fa_1 -> inv_1 -> fa_1 -> inv_1 -> fa_1 -> inv_1 -> ha_1 -> a21o_1 -> a21oi_4 -> a21boi_1 -> or4_1 -> nand3_1"
  cp-endpoint: "out[11]"
  critical_path.max_stage_delay_ns: 0.54
  timing.critical_path.arrival_ns: 4.50
  r2r_start: "b_reg[7]"
  cp-start-kind: "flop"
  timing.critical_path.required_ns: 6.03
  cp_most_frequent_cell: "fa_1"
  crit_type: "flop to flop"
  endpoint_kind: "flop"
  timing.critical_path.from: "b_reg[7]"
routing:
  number_of_detailed_routing_iterations_run_before_antenna_repair: 4
  drt-total-wl_mm: 5.32
  drt_first_iter_violations: 50
  routed_wire_length_per_instance_um: 10.6
  antenna_violating_nets_post_route: 0
  vias: 2090
  route.detailed.vias_per_inst: 4.16
  insertedDiodeCount: 0
  route.detailed.drc: 0
yosys:
  synth.lib_cells_used.distinct: 31
  syn-instance-count: 327
  ff_type: "dfxtp_1"
  post_synth_edffs: 0
  yosysTopAreaCell: "fa_1"
  synthesis.area_um2: 3210
  syn-mean-instance-area_um2: 9.80
  yosys_area_um2: 3210
  synth.most_common_cell: "inv_1"
  synth-seq-area-share: 0.200
  synth-warning-count: 1
  netlist_top_cells_area: "fa_1 (34%), dfxtp_1 (20%), ha_1 (11%)"
  ys_async_sr_fraction: 0
  top_cells_by_count: "inv_1 (88), fa_1 (55), and2_1 (43), dfxtp_1 (32), ha_1 (29)"
  yosys-stat-cells: 327
  numSynthFlops: 32
  netlist.area_leader.share: 0.343
hold_path:
  timing.hold.worst.class: "flop to flop"
  holdCritStartpoint: "b_reg[0]"
job:
  cap_violations: 0
  stage_log_warnings: 25
floorplanning:
  floorplan.io_pins: 34
  die_width_um: 105
  die_area_um2: 11100
  core-area_um2: 10300
  std_cell_rows: 37
  die-height_um: 105
  initial_utilization: 0.311
global_route:
  grt_remaining_overflow: 0
  pin_count_of_the_biggest_net_entering_global_routing: 11
  grt_pass1_wl_mm: 10.3
  via_count_of_the_first_global_routing_pass: 2350
  groute.usage.overall: 0.119
  antenna_found_initial: 0
placed_design:
  gp_congestion: 0.845
  place.port_buffers: 32
  placed_cells_incl_taps: 494
  detailed_place_hpwl_mm: 4.42
  preCtsSetupSlack_ns: 1.54
finish:
  layoutNonFillerInstCount: 502
  fillerInstances: 1037
  syn_to_final_growth_pct: 19.0
  post_route_cells_drive_above_1_share: 0.0328
  register_area_um2: 641
  logic_area_um2: 2230
  largest_register_ff_count: 16
## worst max-delay path: cells and delay by family (launching register included)
kind / cells / cell delay, ns
DFF: 1 / 0.51
AOI/OAI and AO/OA: 3 / 0.48
adders and majority gates: 5 / 2.43
buffers and inverters: 3 / 0.14
and+or+nand+nor: 3 / 0.62
## metrics by stage
stage	hold WS, ns	utilization	cell area, um^2
4_1_cts	0.599	0.370	3810
3_3_place_gp	0.575	0.357	3690
3_5_place_dp	0.588	0.357	3690
6_report	0.585	0.370	3810
5_1_grt	0.615	0.370	3810
2_1_floorplan	0.500	-	3210
## final cells by class
cell class                 count  share of cell area
multi-input combinational    206               0.584
sequential                    32               0.168
inverter                      88              0.0866
timing repair buffer          32              0.0840
tap                          136              0.0446
clock buffer                   7              0.0253
clock inverter                 1             0.00787
## how the worst min path moves through the flow
stage | endpoint | slack, ns | cells past startpoint
after CTS | out[0] | 0.60 | 1
final | out[0] | 0.59 | 1
after global routing | out[0] | 0.61 | 1
## power by group through the flow
stage	logic, W	clock network, W	registers, W
CTS	0.00100	0.000250	0.000317
global route	0.00116	0.000258	0.000323
finish	0.000984	0.000241	0.000314
## cell usage in the layout (no fill, tap or decap), drive strengths merged, types with 2 or more instances in the layout
cell / netlist / final
nor2: 10 / 10
inv: 88 / 88
fa: 55 / 55
xor2: 3 / 3
o21a: 2 / 2
ha: 29 / 29
nand3: 2 / 2
dfxtp: 32 / 32
xnor2: 11 / 11
nor3: 2 / 2
and2: 43 / 43
clkdlybuf4s50: 0 / 32
nand2: 15 / 15
a21oi: 9 / 9
nor2b: 9 / 9
o21ai: 4 / 4
clkbuf: 0 / 7
## cells by family after synthesis
| group | after synthesis | share of synthesized area |
|---|---|---|
| xor gates and xnor gates | 14 | 0.0383 |
| muxes | 1 | 0.00351 |
| buffers and inverters | 89 | 0.105 |
| and+or+nand+nor | 86 | 0.151 |
| DFF | 32 | 0.200 |
| other | 1 | 0.00117 |
| adders and majority gates | 84 | 0.457 |
| AOI/OAI and AO/OA | 20 | 0.0445 |
## routing by layer
metal	share of wire	global-route usage
met5	0	0
met4	0.013	0.0121
met3	0.035	0.0177
met2	0.49	0.207
met1	0.46	0.168
Power figures rest on the tool's default switching activity, not on a simulated workload.
